**/design/flow/config.mk**
```make
export PLATFORM = sky130hd
export DESIGN_NAME = iic_write
export DESIGN_NICKNAME = iic_write
export VERILOG_FILES = /design/flow/design.v
export SDC_FILE = /design/flow/constraint.sdc
export NUM_CORES = 4
export LEC_CHECK = 1
export CORE_UTILIZATION = 30
```
**/design/flow/constraint.sdc**
```tcl
current_design iic_write

set clk_period 2.6
set clk_io_pct 0.2

create_clock -name clk0 -period $clk_period [get_ports {sys_clk}]

set non_clock_inputs [all_inputs -no_clocks]
set_input_delay [expr $clk_period * $clk_io_pct] -clock clk0 $non_clock_inputs
set_output_delay [expr $clk_period * $clk_io_pct] -clock clk0 [all_outputs]
```
**/design/flow/design.v**
```verilog
module iic_write(
input wire sys_clk,
input wire sys_rst_n,
input wire key1,
input wire key2,
input wire [7:0] iic_wrdata,
output reg [7:0] cnt_128btye,
output wire SCL,
inout reg SDA
);
parameter cnt_20ms_max = 20'd5000;
reg [19:0]cnt_20ms;
reg [4:0]cnt_clk_1MHz;
reg clk_1MHz;
reg [1:0]cnt_clk_250KHz;
reg clk_250KHz;
reg SCL_clk_250KHz;
always @(posedge clk_250KHz or negedge sys_rst_n)
			if(sys_rst_n == 1'b0)
				cnt_20ms <= 20'd0;
			else if(key1 == 1'b1 && key2 == 1'b1)
				cnt_20ms <= 20'd0;
			else if(cnt_20ms == cnt_20ms_max)
				cnt_20ms <= cnt_20ms;
			else
				cnt_20ms <= cnt_20ms + 20'd1;
always @(posedge sys_clk or negedge sys_rst_n)
			if(sys_rst_n == 1'b0)
				cnt_clk_1MHz <= 5'd0;
			else if(cnt_clk_1MHz == 5'd24)
				cnt_clk_1MHz <= 5'd0;
			else
				cnt_clk_1MHz <= cnt_clk_1MHz + 5'd1;
always @(posedge sys_clk or negedge sys_rst_n)
			if(sys_rst_n == 1'b0)				
				clk_1MHz <= 1'b0;
			else if(cnt_clk_1MHz == 5'd24)
				clk_1MHz <= ~clk_1MHz;
			else
				clk_1MHz <= clk_1MHz;
always @(posedge clk_1MHz or negedge sys_rst_n)
			if(sys_rst_n == 1'b0)
				cnt_clk_250KHz <= 2'd0;
			else
				cnt_clk_250KHz <= cnt_clk_250KHz + 2'd1;
always @(posedge clk_1MHz or negedge sys_rst_n)
			if(sys_rst_n == 1'b0)
				clk_250KHz <= 1'b0;
			else if(cnt_clk_250KHz == 2'd3 || cnt_clk_250KHz == 2'd1)
				clk_250KHz <= ~clk_250KHz;
			else	
				clk_250KHz <= clk_250KHz;
always @(posedge clk_1MHz or negedge sys_rst_n)
			if(sys_rst_n == 1'b0)
				SCL_clk_250KHz <= 1'b1;
			else if(cnt_clk_250KHz == 2'd2 || cnt_clk_250KHz == 2'd0)
				SCL_clk_250KHz <= ~SCL_clk_250KHz;
			else	
				SCL_clk_250KHz <= SCL_clk_250KHz;
parameter IDIE = 8'd0,
				start = 8'd1,
				slave_address = 8'd2,
				wr_te = 8'd3,
				ack_1 = 8'd4,
				word_address = 8'd5,
				ack_2 = 8'd6,
				data_n = 8'd7,
				ack_3 = 8'd8,
				stop = 8'd9,
				stop1 = 8'd10;
parameter IDIE_r = 8'd11,
				start_r = 8'd12,
				slave_address_r = 8'd13,
				wr_te_r = 8'd14,
				ack_1_r = 8'd15,
				word_address_r = 8'd16,
				ack_2_r = 8'd17,
				read_address_r = 8'd18,
				kong_r = 8'd19,
				data_n_r = 8'd20,
				ack_3_r = 8'd21,
				stop_r = 8'd22,
				stop1_r = 8'd23;
reg [7:0]state;
reg [3:0]cnt_9;
reg [7:0]cnt_128;
reg en;
always @(posedge clk_250KHz or negedge sys_rst_n)
			if(sys_rst_n == 1'b0)
				state <= IDIE;
			else
				case(state)
					IDIE : 
						if((cnt_20ms == cnt_20ms_max - 2)&&(key1 == 1'b0))
							state <= start;
						else
							state <= state;
					start :
							state <= slave_address;
					slave_address:
						if(cnt_9 == 4'd7 && cnt_128 == 8'd0)
							state <= wr_te;
						else
							state <= state;
					wr_te :
							state <= ack_1;
					ack_1 :
							state <= word_address;
					word_address :
						if(cnt_9 == 4'd8 && cnt_128 == 8'd2)
							state <= ack_2;
						else
							state <= state;
					ack_2 :
							state <= data_n;
					data_n :
						if(cnt_9 == 4'd8 && cnt_128 == 8'd130)
							state <= ack_3;
						else
							state <= state;
					ack_3 :
							state <= stop;
					stop :
							state <= stop1;
					stop1 : 
							state <= IDIE;
					default : state <= state;
				endcase
always @(posedge SCL_clk_250KHz or negedge sys_rst_n)
			if(sys_rst_n == 1'b0)
				en <= 1'b0;
			else if(cnt_20ms == cnt_20ms_max - 2)
				en <= 1'b1;
			else if(cnt_128 == 8'd131 && cnt_9 == 4'd1)
				en <= 1'b0;
			else
				en <= en;
always @(posedge clk_250KHz or negedge sys_rst_n)
			if(sys_rst_n == 1'b0)
				cnt_9 <= 4'd0;
			else if(cnt_128 == 8'd131)
				cnt_9 <= 4'd0;
			else if(cnt_9 == 4'd9)
				cnt_9 <= 4'd1;
			else if(en == 1'b1 && cnt_20ms >= cnt_20ms_max - 1)
				cnt_9 <= cnt_9 + 4'd1;
			else
				cnt_9 <= 4'd0;
always @(posedge clk_250KHz or negedge sys_rst_n)
			if(sys_rst_n == 1'b0)
				cnt_128 <= 8'd0;
			else if(en == 1'b0)
				cnt_128 <= 8'd0;
			else if(cnt_9 == 4'd9)
				cnt_128 <= cnt_128 + 8'd1;
			else
				cnt_128 <= cnt_128;
assign SCL = ((cnt_9 >= 4'd1 && cnt_9 <= 4'd9 && cnt_128 <= 8'd130) || 
				(cnt_9_r >= 4'd1 && cnt_9_r <= 4'd9 &&
				((cnt_128_r >= 8'd0 && cnt_128_r <= 8'd2) || 
				(cnt_128_r >= 8'd4 && cnt_128_r <= 8'd132))))?(SCL_clk_250KHz):(1'b1);					
always @(*) 
		begin
			if(sys_rst_n == 1'b0)
				SDA <= 1'b1;
			else if(state == start)
				SDA <= 1'b0;
			else if(state == slave_address)
				begin
					if(cnt_9 == 4'd1 || cnt_9 == 4'd3 || cnt_9 == 4'd6 || cnt_9 == 4'd7)
						SDA <= 1'b1;
					else
						SDA <= 1'b0;
				end
			else if(state == wr_te)
				SDA <= 1'b0;
			else if(state == ack_1)
				SDA <= 1'bz;
			else if(state == word_address && (cnt_9 >= 4'd1 && cnt_9 <= 4'd8))
				SDA <= 1'b0;
			else if(state == ack_2)
				SDA <= 1'bz;
			else if(state == data_n)
				begin
					case(cnt_9)
						4'd1 : SDA <= iic_wrdata[7];
						4'd2 : SDA <= iic_wrdata[6];
						4'd3 : SDA <= iic_wrdata[5];
						4'd4 : SDA <= iic_wrdata[4];
						4'd5 : SDA <= iic_wrdata[3];
						4'd6 : SDA <= iic_wrdata[2];
						4'd7 : SDA <= iic_wrdata[1];
						4'd8 : SDA <= iic_wrdata[0];
						4'd9 : SDA <= 1'bz;
						default : SDA <= 1'B1;
					endcase
				end
			else if(state == ack_3)
				SDA <= 1'bz;
			else if(state == stop)
				SDA <= 1'b0;
			else if(state == stop1)
				SDA <= 1'b1;
			else if(cnt_9_r == 4'd0 && en_r == 1'b1)
				SDA <= 1'b0;
			else if(state_r == slave_address_r)
				begin
					if(cnt_9_r == 4'd1 || cnt_9_r == 4'd3 || cnt_9_r == 4'd6 || cnt_9_r == 4'd7)
						SDA <= 1'b1;
					else
						SDA <= 1'b0;
				end
			else if(state_r == wr_te_r)
				SDA <= 1'b0;
			else if(state_r == ack_1_r)
				SDA <= 1'bz;
			else if(state_r == word_address_r)
				if(cnt_9_r >= 4'd1 && cnt_9_r <= 4'd8)
					SDA <= 1'b0;
				else
					SDA <= 1'bz;
			else if(state_r == ack_2_r)
				SDA <= 1'bz;
			else if(state_r == kong_r)
				begin
					if(cnt_9_r >= 4'd2)
						SDA <= 1'b0;
					else
						SDA <= 1'b1;
				end
			else if(state_r == read_address_r)
				begin
					if(cnt_9_r == 4'd1 || cnt_9_r == 4'd3 || cnt_9_r == 4'd6 || cnt_9_r == 4'd7 || cnt_9_r == 4'd8)
						SDA <= 1'b1;
					else if(cnt_9_r == 4'd9)
						SDA <= 1'bz;
					else
						SDA <= 1'b0;
				end
			else if(state_r == data_n_r)
				if(cnt_9_r == 4'd9)
					SDA <= 1'b0;
				else
					SDA <= 1'bz;
			else if(state_r == ack_3_r)
				SDA <= 1'b1;
			else if(state_r == stop_r)
				SDA <= 1'b0;
			else if(state_r == stop1_r)
				SDA <= 1'b1;
			else 
				SDA <= 1'b1;
		end
always @(posedge clk_250KHz or negedge sys_rst_n)
			if(sys_rst_n == 1'b0)
				cnt_128btye <= 8'd1;
			else if(cnt_128 == 8'd131)
				cnt_128btye <= 8'd1;
			else if(cnt_128 >= 8'd3 && cnt_128 <= 8'd131 && cnt_9 == 4'd9)
				cnt_128btye <= cnt_128btye + 8'd1;
			else
				cnt_128btye <= cnt_128btye;
reg [7:0]state_r;
reg [3:0]cnt_9_r;
reg [7:0]cnt_128_r;
reg en_r;
always @(posedge clk_250KHz or negedge sys_rst_n)
			if(sys_rst_n == 1'b0)
				state_r <= IDIE_r;
			else
				case(state_r)
					IDIE_r : 
						if((cnt_20ms == cnt_20ms_max - 2)&&(key2 == 1'b0))
							state_r <= start_r;
						else
							state_r <= state_r;
					start_r :
							state_r <= slave_address_r;
					slave_address_r:
						if(cnt_9_r == 4'd7 && cnt_128_r == 8'd0)
							state_r <= wr_te_r;
						else
							state_r <= state_r;
					wr_te_r :
							state_r <= ack_1_r;
					ack_1_r :
							state_r <= word_address_r;
					word_address_r :
						if(cnt_9_r == 4'd8 && cnt_128_r == 8'd2)
							state_r <= ack_2_r;
						else
							state_r <= state_r;
					ack_2_r :
							state_r <= kong_r;
					kong_r :
							if(cnt_9_r == 4'd9 && cnt_128_r == 8'd3)
								state_r <= read_address_r;
							else 
								state_r <= state_r;
					read_address_r :
						if(cnt_9_r == 4'd9 && cnt_128_r == 8'd4)
							state_r <= data_n_r;
						else 
							state_r <= state_r;
					data_n_r :
						if(cnt_9_r == 4'd8 && cnt_128_r == 8'd132)
							state_r <= ack_3_r;
						else
							state_r <= state_r;
					ack_3_r :
							state_r <= stop_r;
					stop_r :
							state_r <= stop1_r;
					stop1_r :
							state_r <= IDIE_r;
					default : state_r <= state_r;
				endcase
always @(posedge SCL_clk_250KHz or negedge sys_rst_n)
			if(sys_rst_n == 1'b0)
				en_r <= 1'b0;
			else if(cnt_20ms == cnt_20ms_max - 2)
				en_r <= 1'b1;
			else if(cnt_128_r == 8'd133 && cnt_9_r == 4'd1)
				en_r <= 1'b0;
			else
				en_r <= en_r;
always @(posedge clk_250KHz or negedge sys_rst_n)
			if(sys_rst_n == 1'b0)
				cnt_9_r <= 4'd0;
			else if(cnt_128_r == 8'd133)
				cnt_9_r <= 4'd0;
			else if(cnt_128_r == 8'd3 && cnt_9_r == 4'd1)
				cnt_9_r <= 4'd9;
			else if(cnt_9_r == 4'd9)
				cnt_9_r <= 4'd1;
			else if(en_r == 1'b1)
				cnt_9_r <= cnt_9_r + 4'd1;
			else
				cnt_9_r <= 4'd0;
always @(posedge clk_250KHz or negedge sys_rst_n)
			if(sys_rst_n == 1'b0)
				cnt_128_r <= 8'd0;
			else if(en_r == 1'b0)
				cnt_128_r <= 8'd0;
			else if(cnt_9_r == 4'd9 )
				cnt_128_r <= cnt_128_r + 8'd1;
			else
				cnt_128_r <= cnt_128_r;
endmodule
```
**/design/flow/run.sh**
```bash
#!/bin/bash
# OpenROAD 26Q1-2900-gdf79404cd8, Yosys 0.63+post, stock flow scripts
make -C /OpenROAD-flow-scripts/flow DESIGN_CONFIG=/design/flow/config.mk WORK_HOME=/design/flow/orfs finish
```
==> flow_summary.json <==
{
  "path_cells": "clkdlybuf4s50_1 -> a22oi_1 -> a311oi_1 -> nor3_1 -> a211oi_1",
  "r2r_slack_ns": 1.44,
  "syn_area_mm2": 0.00498,
  "wl_per_cell_um": 13.0,
  "cap_violations": 0,
  "cp.depth": 5,
  "end_kind": "primary output",
  "unclocked_pins": 82,
  "crit_path_max_fanout": 1,
  "hold_path.class": "in -> async",
  "ys_async_sr_fraction": 1.00,
  "yosysUniqueCellTypes": 59,
  "cts_tree": "done",
  "route.detailed.drc": 0,
  "crit_start": "iic_wrdata[2]",
  "p_int_uw": 308,
  "rr_worst_depth": 5,
  "port_buffers": 20,
  "startpoint_type": "input port",
  "cts.path.max_buffers": 2,
  "skew_ns": 0.00275,
  "insertedDiodeCount": 0,
  "clock.latency.late_pin_ns": 0.23,
  "fin_setup_tns_ns": 0,
  "setup_violations": 0,
  "crit_buf_inv": 1,
  "edf_count": 0,
  "ys_cells": 532,
  "cts.repair.resized": 0,
  "avgSynthCellArea_um2": 9.37,
  "met1_usage": 0.206,
  "firstDrtPassIters": 4,
  "cts.hold.buffers_added": 0,
  "final_layout_size_suffix_gt1_frac": 0.0390,
  "pin_count": 22,
  "grt_busiest_layer": "met1",
  "crit_type": "in -> out",
  "power_density_mw_per_mm2": 71.8,
  "yosysChipArea_mm2": 0.00498,
  "p_clk_frac": 0.621,
  "synth_cells": 532,
  "via_per_inst": 4.98,
  "globalplace.congestion": 0.821,
  "wirelength_um": 9800,
  "die_h_um": 131,
  "rsz0062_at_grt": "no",
  "status": "finished, final reports clean",
  "ys_seq_frac": 0.443,
  "period_needed_ns": 2.15,
  "initCoreUtil": 0.310,
  "htree_levels": 1,
  "yosysWarnings": 10,
  "grt_max_degree": 54,
  "crit_family": "AND-OR/OR-AND gates",
  "path_clk_slew_ns": 0.03,
  "p_switching_uw": 84.2,
  "relSlewSlack": 0.427,
  "rows": 46,
  "final_cell_mix": "83 x dfrtp_1, 45 x nor2_1, 36 x nand2_1",
  "postLayoutCellArea_mm2": 0.00547,
  "lay_top_count": "dfrtp_1",
  "fmaxAchievable_mhz": 464,
  "post_cts_buffers": 0,
  "initialDrtViolationCount": 235,
  "ant_nets": 0,
  "tightest_slew_ns": 0.860,
  "grt_overflow": 0,
  "untimed_endpoints": 91,
  "placed_area_mm2": 0.00540,
  "numCtsBuffers": 3,
  "endpoint": "SDA",
  "dieWidth_um": 131,
  "cp.arrival_ns": 1.63,
  "regToRegStartpoint": "cnt_clk_1MHz[0]$_DFF_PN0_",
  "power_frac_comb": 0.141,
  "grt_pass1_wl_um": 16900,
  "p_seq_frac": 0.238,
  "grt_pass1_vias": 3453,
  "grtUsageMet3": 0.0174,
  "grtUsageMet2": 0.182,
  "dp.cells": 751,
  "crit_path_top_delay_cell": "clkdlybuf4s50_1",
  "cts_root_buf": "clkbuf_16",
  "grtUsageTotal": 0.124,
  "core_mm2": 0.0161,
  "hold_viol_final": 0,
  "vias": 3756,
  "switching_share": 0.215,
  "fill_cells": 1591,
  "finalClockPeriodUsage": 0.828,
  "ir_worst_vdd_uv": 201,
  "finalNonFillerCells": 754,
  "p_leak_nw": 2.30,
  "slowest_delay_ns": 0.46,
  "dp.final_hpwl_um": 7180,
  "area_growth_pct": 9.79,
  "critPathRequiredTime_ns": 2.08,
  "die_area_mm2": 0.0171,
  "ys.flops": 88,
  "post-route-util": 0.341,
  "slew_violations": 0,
  "flop_cell": "dfrtp_1",
  "warning_count": 44,
  "r2r-end": "clk_1MHz$_DFFE_PN0N_",
  "power_uw": 393,
  "antenna_found_initial": 0
}
==> cell families after synthesis <==
logic type / share of synthesized area
flip-flops: 0.443
buffers and inverters: 0.0392
multiplexers: 0.00829
XOR/XNOR: 0.0633
AND-OR/OR-AND: 0.131
adder cells (fa/ha/maj): 0.0678
AND/OR/NAND/NOR: 0.248
==> worst min-delay path by stage <==
stage	to	cells after the start	slack [ns]	start
6_report	cnt_clk_1MHz[4]$_DFF_PN0_	2	0.37	sys_rst_n
5_1_grt	cnt_clk_1MHz[4]$_DFF_PN0_	2	0.42	sys_rst_n
4_1_cts	cnt_clk_1MHz[4]$_DFF_PN0_	2	0.39	sys_rst_n
==> power groups by stage <==
stage	combinational (mW)	clock [mW]	sequential [mW]
final	0.0554	0.244	0.0934
after global routing	0.0641	0.255	0.0934
after CTS	0.0588	0.247	0.0934
==> metrics by stage <==
stage	setup WS, ns	hold slack, ns
after global routing	0.387	0.422
final	0.447	0.371
after CTS	0.431	0.394
after floorplan	0.997	0.224
after detailed placement	0.431	0.486
after global placement	0.436	0.469
==> cells in the mapped netlist (5+ instances only) <==
cell	number	share of area
nand2b_1	6	0.0075
nor3_1	22	0.022
nand2_1	36	0.027
or3_1	7	0.0088
nand3b_1	5	0.0075
nor3b_1	9	0.014
nor2_1	45	0.034
a211oi_1	10	0.015
xor2_1	13	0.023
dfrtp_1	84	0.42
nand4_1	12	0.015
and3_1	11	0.014
clkbuf_1	17	0.013
a21boi_0	6	0.0090
o21ai_0	26	0.026
xnor2_1	23	0.040
a21oi_1	16	0.016
and2_1	18	0.023
nor4_1	6	0.0075
inv_1	31	0.023
nand3_1	28	0.028
ha_1	27	0.068
==> area by class of cell <==
| class | count | area (µm²) | area share |
|---|---|---|---|
| multi-input cells | 393 | 2580 | 0.472 |
| flip-flops and latches | 88 | 2210 | 0.404 |
| well taps | 216 | 270 | 0.0494 |
| repair buffers | 23 | 220 | 0.0403 |
| inverters | 31 | 116 | 0.0213 |
| clock buffers | 3 | 75.1 | 0.0137 |
==> sequential cells by signal (all words and copies together) (netlist names), 2 cells and up <==
signal and flops:
state 11, cnt_128btye 8, cnt_clk_250KHz 2, state_r 13, cnt_clk_1MHz 5, cnt_128 8, cnt_128_r 8, cnt_9_r 4
cnt_9 4, cnt_20ms 20
==> metal layers <==
| layer | part of all wire | vias to the layer above | routed length, µm |
|---|---|---|---|
| met3 | 0.042 | 4 | 416 |
| li1 | - | 1893 | - |
| met1 | 0.54 | 1780 | 5280 |
| met5 | 0 | - | 0 |
| met2 | 0.41 | 79 | 4010 |
| met4 | 0.0088 | 0 | 86 |
No activity file was given, so power comes from the tool's default toggle rates.
