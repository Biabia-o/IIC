`./run.sh`:
```
#!/bin/bash
# OpenROAD 26Q1-2900-gdf79404cd8, Yosys 0.63+post, stock flow scripts
make -C /OpenROAD-flow-scripts/flow DESIGN_CONFIG=/design/flow/config.mk WORK_HOME=/design/flow/orfs finish
```
`./config.mk`:
```
export PLATFORM = sky130hd
export DESIGN_NAME = data
export DESIGN_NICKNAME = data
export VERILOG_FILES = /design/flow/design.v
export SDC_FILE = /design/flow/constraint.sdc
export NUM_CORES = 4
export LEC_CHECK = 1
export CORE_AREA = 10 10 82 82
export DIE_AREA = 0 0 92 92
```
`./constraint.sdc`:
```
current_design data

set clk_period 3.8
set clk_io_pct 0.2

create_clock -name clk0 -period $clk_period

set non_clock_inputs [all_inputs -no_clocks]
set_input_delay [expr $clk_period * $clk_io_pct] -clock clk0 $non_clock_inputs
set_output_delay [expr $clk_period * $clk_io_pct] -clock clk0 [all_outputs]
```
`./design.v`:
```
	module data(
		input wire [7:0] cnt_128btye,
		output wire [7:0] iic_wrdata
	);
	wire [7:0] cfg_data[1:128];
	assign cfg_data[ 1]   = 8'h11	;
	assign cfg_data[ 2]   = 8'h76	;
	assign cfg_data[ 3]   = 8'hb4	;
	assign cfg_data[ 4]   = 8'h53	;
	assign cfg_data[ 5]   = 8'h42	;  
	assign cfg_data[ 6]   = 8'h18	;
	assign cfg_data[ 7]   = 8'h43	;
	assign cfg_data[ 8]   = 8'h05	;
	assign cfg_data[ 9]   = 8'h06	;
	assign cfg_data[10]   = 8'h07	;
	assign cfg_data[11]   = 8'h09	;
	assign cfg_data[12]   = 8'h0a	;
	assign cfg_data[13]   = 8'h0b	; 
	assign cfg_data[14]   = 8'h0c	;
	assign cfg_data[15]   = 8'h0d	;  
	assign cfg_data[16]   = 8'h0e	;
	assign cfg_data[17]   = 8'h0f	;
	assign cfg_data[18]   = 8'h11	;
	assign cfg_data[19]   = 8'h12 ;
	assign cfg_data[20]   = 8'h13 ;
	assign cfg_data[21]   = 8'h14 ;
	assign cfg_data[22]   = 8'h15 ;
	assign cfg_data[23]   = 8'h16 ;
	assign cfg_data[24]   = 8'h17 ;
	assign cfg_data[25]   = 8'h01	;
	assign cfg_data[26]   = 8'hff	;
	assign cfg_data[27]   = 8'h0a	;
	assign cfg_data[28]   = 8'h7d	; 
	assign cfg_data[29]   = 8'h85	; 
	assign cfg_data[30]   = 8'h24	;
	assign cfg_data[31]   = 8'h53	; 
	assign cfg_data[32]   = 8'h00	; 
	assign cfg_data[33]   = 8'h53	; 
	assign cfg_data[34]   = 8'h53	; 
	assign cfg_data[35]   = 8'h53	; 
	assign cfg_data[36]   = 8'h53	; 
	assign cfg_data[37]   = 8'h53	; 
	assign cfg_data[38]   = 8'h53	; 
	assign cfg_data[39]   = 8'h53	; 
	assign cfg_data[40]   = 8'h53	;
	assign cfg_data[41]   = 8'h53	; 
	assign cfg_data[42]   = 8'h00	; 
	assign cfg_data[43]   = 8'h53	; 
	assign cfg_data[44]   = 8'h53	; 
	assign cfg_data[45]   = 8'h53	; 
	assign cfg_data[46]   = 8'h53	; 
	assign cfg_data[47]   = 8'h53	; 
	assign cfg_data[48]   = 8'h53	; 
	assign cfg_data[49]   = 8'h53	; 
	assign cfg_data[50]   = 8'h53	; 
	assign cfg_data[51]   = 8'h53	; 
	assign cfg_data[52]   = 8'h00	; 
	assign cfg_data[53]   = 8'h53	; 
	assign cfg_data[54]   = 8'h53	; 
	assign cfg_data[55]   = 8'h53	; 
	assign cfg_data[56]   = 8'h53	; 
	assign cfg_data[57]   = 8'h53	; 
	assign cfg_data[58]   = 8'h53	; 
	assign cfg_data[59]   = 8'h53	; 
	assign cfg_data[60]   = 8'h53	; 
	assign cfg_data[61]   = 8'h53	; 
	assign cfg_data[62]   = 8'h00	; 
	assign cfg_data[63]   = 8'h53	; 
	assign cfg_data[64]   = 8'h53	; 
	assign cfg_data[65]   = 8'h53	; 
	assign cfg_data[66]   = 8'h53	; 
	assign cfg_data[67]   = 8'h53	; 
	assign cfg_data[68]   = 8'h53	; 
	assign cfg_data[69]   = 8'h53	; 
	assign cfg_data[70]   = 8'h53	; 
	assign cfg_data[71]   = 8'h53	; 
	assign cfg_data[72]   = 8'h00	; 
	assign cfg_data[73]   = 8'h53	; 
	assign cfg_data[74]   = 8'h53	; 
	assign cfg_data[75]   = 8'h53	; 
	assign cfg_data[76]   = 8'h53	; 
	assign cfg_data[77]   = 8'h53	; 
	assign cfg_data[78]   = 8'h53	; 
	assign cfg_data[79]   = 8'h53	; 
	assign cfg_data[80]   = 8'h53	; 
	assign cfg_data[81]   = 8'h53	; 
	assign cfg_data[82]   = 8'h00	; 
	assign cfg_data[83]   = 8'h53	; 
	assign cfg_data[84]   = 8'h53	; 
	assign cfg_data[85]   = 8'h53	; 
	assign cfg_data[86]   = 8'h53	; 
	assign cfg_data[87]   = 8'h53	; 
	assign cfg_data[88]   = 8'h53	; 
	assign cfg_data[89]   = 8'h53	; 
	assign cfg_data[90]   = 8'h53	;
	assign cfg_data[91]   = 8'h53	; 
	assign cfg_data[92]   = 8'h00	; 
	assign cfg_data[93]   = 8'h53	; 
	assign cfg_data[94]   = 8'h53	; 
	assign cfg_data[95]   = 8'h53	; 
	assign cfg_data[96]   = 8'h53	; 
	assign cfg_data[97]   = 8'h53	; 
	assign cfg_data[98]   = 8'h53	; 
	assign cfg_data[99]   = 8'h53	; 
	assign cfg_data[100]   = 8'h53	; 
	assign cfg_data[101]   = 8'h53	; 
	assign cfg_data[102]   = 8'h00	; 
	assign cfg_data[103]   = 8'h53	; 
	assign cfg_data[104]   = 8'h53	; 
	assign cfg_data[105]   = 8'h53	; 
	assign cfg_data[106]   = 8'h53	; 
	assign cfg_data[107]   = 8'h53	; 
	assign cfg_data[108]   = 8'h53	; 
	assign cfg_data[109]   = 8'h53	; 
	assign cfg_data[110]   = 8'h53	; 
	assign cfg_data[111]   = 8'h53	; 
	assign cfg_data[112]   = 8'h00	; 
	assign cfg_data[113]   = 8'h53	; 
	assign cfg_data[114]   = 8'h53	; 
	assign cfg_data[115]   = 8'h53	; 
	assign cfg_data[116]   = 8'h53	; 
	assign cfg_data[117]   = 8'h53	; 
	assign cfg_data[118]   = 8'h53	; 
	assign cfg_data[119]   = 8'h53	; 
	assign cfg_data[120]   = 8'h53	; 
	assign cfg_data[121]   = 8'h53	; 
	assign cfg_data[122]   = 8'h00	; 
	assign cfg_data[123]   = 8'h53	; 
	assign cfg_data[124]   = 8'h53	; 
	assign cfg_data[125]   = 8'h53	; 
	assign cfg_data[126]   = 8'h53	; 
	assign cfg_data[127]   = 8'h53	; 
	assign cfg_data[128]   = 8'h53	; 
assign iic_wrdata = cfg_data[cnt_128btye];
	endmodule 
```
==> out/qor.yml <==
clkbuf_count: 0
crit_buf_inv: 3
fp.dieW_um: 92
ys_sh_simple_pct: 50.5
postRouteAntennaNets: 0
logic_family: "simple AND/OR/NAND/NOR gates"
flop_area_um2: 0
crit_family: "simple AND/OR/NAND/NOR gates"
warning_count: 32
dp_hpwl_um: 2690
grt_use_met3_pct: 0.577
dp_slack_ns: -0.324
drt_wl_total_um: 3400
die_h_um: 92
whs_ns: 2.26
finalClockPeriodUsage_pct: 96.0
hold_viol_final: 0
common_cells: "16 x nor2_1, 11 x nand2_1, 11 x o21ai_0"
cp_common_cell: "dlygate4sd2_1"
portBuffers: 16
yosys_cells: 158
p_leak_nw: 0.683
grt_usage_pct: 8.09
hold_class: "input pin to output pin"
gp_congestion: 0.870
synthCells: 158
io_pins: 16
syn_avg_cell_area_um2: 6.43
synth_cell_type_count: 53
status: "finished clean"
met2_usage_pct: 11.9
row_count: 26
final_core_util_pct: 32.0
grt_pass1_wl_um: 6110
yosysWarnings: 9
grt_pass1_vias: 1322
cts_setup_buffers: 0
adder_share_pct: 0
power_density_mw_per_mm2: 96.0
area_leaders: "nor2_1 5.9%, o21ai_0 5.4%, o211ai_1 5.2%, nor4b_1 5.2%, nand2_1 4.1%"
holdPathStages: 5
post-synth-top-area-cell: "nor2_1"
netlist_area_mm2: 0.00102
antenna_cells: 0
slew_violations: 0
dieArea_mm2: 0.00846
end_kind: "output pin"
synth_seq_share_pct: 0
vias: 1349
drtIter0Drc: 108
whs_endpoint: "iic_wrdata[5]"
grt_overflow: 0
required_ns: 3.04
top_area_share_pct: 5.91
synth-xor-area-share_pct: 1.72
postCtsHoldBufs: 0
hp-start: "cnt_128btye[3]"
gr-usage-met1_pct: 13.1
ys_chip_area_mm2: 0.00102
drc: 0
place_inst: 278
cp_max_fo: 6
synth.most_common_cell: "nor2_1"
period_needed_ns: 3.65
wl_per_cell_um: 12.2
cp_cell_sequence: "dlygate4sd2_1, buf_6, or3b_1, or4_1, a31oi_1, or4b_4, o31ai_4, a211o_1, dlygate4sd2_1"
area_growth_pct: 59.9
cp.arrival_ns: 2.89
coreArea_mm2: 0.00507
start_kind: "input pin"
busiest_layer: "met1"
synthAoiAreaFrac_pct: 34.9
grt_start_max_net_pins: 22
dr.pass1.iters: 4
max_slew_margin_pct: 67.3
via_per_inst: 4.84
crit_start: "cnt_128btye[6]"
fp-utilization_pct: 20.0
maxCapViolCount: 0
fmaxAchievable_mhz: 274
synth.mux.area_fraction_pct: 0.985
n_sequential_cell: 0
setup_violations: 0
setup_ws_ns: 0.151
layout.cells.non_filler: 279
worst_pin_slew_ns: 0.484
cp_slowest_cell: "or4_1"
cpPeakStageDelay_ns: 0.47
rsz0062_at_grt: "false"
drive_gt1_share_pct: 32.5
antenna_found_initial: 0
worstSetupPathType: "input pin to output pin"
peakVddDrop_mv: 0.0447
## logic make-up after synthesis
family	after synthesis
AND-OR/OR-AND	50
XOR/XNOR	2
buffers and inverters	22
multiplexers	1
AND/OR/NAND/NOR	83
## worst min-delay path, delay by kind of cell
family / cells / cell delay (ns)
buf+inv: 2 / 0.29
compound gates: 2 / 0.27
simple gates: 1 / 0.18
## metrics by stage
| step | TNS [ns] | power (mW) | cell area (um2) |
|---|---|---|---|
| global route | 0 | 0.173 | 1620 |
| global placement | -1.38 | 0.156 | 1580 |
| detailed placement | -1.36 | 0.157 | 1580 |
| floorplan | 0 | 0.0798 | 1020 |
| CTS | 0 | 0.158 | 1610 |
| finish | 0 | 0.156 | 1620 |
## placed cells by master (no fill, tap or decap), drive strengths merged, types with 2 or more instances in the layout
cell type / count
nand2b: 6
nand3: 9
nor3: 3
o21ai: 12
nand2: 11
clkdlybuf4s50: 3
a22oi: 2
and2: 2
a221o: 3
or2: 2
or3: 2
nor2: 16
a211o: 2
o22ai: 3
o211ai: 7
or4: 2
dlymetal6s2s: 4
and3b: 2
buf: 55
or3b: 2
a32oi: 3
dlygate4sd2: 8
and4bb: 2
nand4: 3
or4b: 2
inv: 2
o31ai: 3
and2b: 2
a21oi: 8
nor2b: 6
nor4b: 6
a31oi: 3
## routing by layer
layer  up-vias  routed length, um
met3         0                137
li1        701                  -
met4         0                  0
met5         -                  0
met1       612               1840
met2        36               1420
## repair_timing
item | in CTS | in global routing
pin swaps | 6 | 2
gates resized | 19 | 6
gates cloned | 1 | 0
setup endpoints to repair | 7 | 4
endpoints found under the hold margin | 0 | 0
## area by class of cell
type / instances / area (um2)
inverter: 2 / 7.51
timing repair buffer: 71 / 608
tap: 70 / 87.6
multi-input combinational: 136 / 921
fill: 573 / 3450
## power breakdown
group | internal [mW] | total [mW] | switching, mW | leakage [nW]
registers | 0 | 0 | 0 | 0
clock network | 0 | 0 | 0 | 0
logic | 0.0851 | 0.156 | 0.0707 | 0.683
## worst max path at each step
stage                           end  slack [ns]  cells after the start
final                 iic_wrdata[2]        0.15                      9
after global routing  iic_wrdata[2]        0.02                      9
after CTS             iic_wrdata[1]        0.02                      9
Power figures rest on the tool's default switching activity, not on a simulated workload.
